==> /design/flow/config.mk <==
export PLATFORM = sky130hd
export DESIGN_NAME = traffic_controller
export DESIGN_NICKNAME = traffic_controller
export VERILOG_FILES = /design/flow/design.v
export SDC_FILE = /design/flow/constraint.sdc
export NUM_CORES = 4
export LEC_CHECK = 1
export CORE_UTILIZATION = 50
==> /design/flow/constraint.sdc <==
current_design traffic_controller

set clk_period 3.7
set clk_io_pct 0.2

create_clock -name clk0 -period $clk_period [get_ports {clk}]

set non_clock_inputs [all_inputs -no_clocks]
set_input_delay [expr $clk_period * $clk_io_pct] -clock clk0 $non_clock_inputs
set_output_delay [expr $clk_period * $clk_io_pct] -clock clk0 [all_outputs]
==> /design/flow/design.v <==
`timescale 1ns / 1ps
module traffic_controller(clk, p_reset, east_green,east_yellow,east_red, north_green,north_yellow,north_red, west_green,west_yellow,west_red,
    south_green,south_yellow,south_red, mode_select);
    input p_reset, clk, mode_select;
    output reg east_green,east_yellow,east_red, north_green,north_yellow,north_red, west_green,west_yellow,west_red,
    south_green,south_yellow,south_red;
    parameter st0 = 4'd0, st1 = 4'd1, st2 = 4'd2, st3 = 4'd3, st4 = 4'd4, st5 = 4'd5, st6 = 4'd6, st7 = 4'd7, st8 = 4'd8, st9 = 4'd9, st10 = 4'd10;
    reg [3:0] pres_state;
    reg clk_1Hz;
    reg [5:0] count = 6'b0;
    reg [25:0] counter = 26'b0;
always @(posedge clk or posedge p_reset) 
    begin
        if (p_reset)
                counter <= 0;
        else if (counter == 40000000 - 1) 
                counter <= 0; 
        else 
                counter <= counter + 1;  
    end
always @(posedge clk or posedge p_reset) 
    begin
        if (p_reset)
            clk_1Hz <= 0; 
        else 
            begin 
                if (counter == 20000000 - 1)
                   clk_1Hz <= 1;
                else if (counter == 40000000 - 1)
                    clk_1Hz<=0;
            end  
    end
    always @ (posedge clk_1Hz or posedge p_reset) begin
        if(p_reset)
        begin
            pres_state<=st0; 
            count<=0;
        end     
        else begin
                case(pres_state)
                    st0:begin
                            if(!mode_select)
                                if(count<2)begin
                                    pres_state<=st0;
                                    count<=count+1;
                                end
                                else begin 
                                    pres_state <=st1;
                                    count<=0;
                                end
                            else begin
                                pres_state<=st9; count<=0;
                                end           
                        end       
                    st1:begin
                            if(!mode_select)
                                if(count<5)begin
                                    pres_state<=st1;
                                    count<=count+1;
                                end
                                else begin 
                                    pres_state <=st2;
                                    count<=0;
                                end
                            else begin
                                pres_state<=st9; count<=0;   
                                end        
                        end 
                    st2:begin
                        if(!mode_select)
                                if(count<2)begin
                                    pres_state<=st2;
                                    count<=count+1;
                                end
                                else begin 
                                    pres_state <=st3;
                                    count<=0;
                                end
                        else    begin
                                pres_state<=st9; count<=0;   
                                end            
                        end 
                    st3:begin
                        if(!mode_select)
                                if(count<5)begin
                                    pres_state<=st3;
                                    count<=count+1;
                                end
                                else begin 
                                    pres_state <=st4;
                                    count<=0;
                                end
                         else   begin
                                pres_state<=st9; count<=0; 
                                end             
                        end
                   st4:begin
                        if(!mode_select)
                            if(count<2)begin
                                pres_state<=st4;
                                count<=count+1;
                            end
                            else begin 
                                pres_state <=st5;
                                count<=0;
                            end
                        else    begin
                                pres_state<=st9; count<=0;
                                end               
                        end      
                    st5:begin
                            if(!mode_select)
                                if(count<5)begin
                                    pres_state<=st5;
                                    count<=count+1;
                                end
                                else begin 
                                    pres_state <=st6;
                                    count<=0;
                                end
                           else begin
                                pres_state<=st9; count<=0;            
                                end 
                        end
                    st6:begin
                            if(!mode_select)
                                if(count<2)begin
                                    pres_state<=st6;
                                    count<=count+1;
                                end
                                else begin 
                                    pres_state <=st7;
                                    count<=0;
                                end
                            else begin
                                pres_state<=st9; count<=0;           
                                end
                        end 
                    st7:begin
                            if(!mode_select)
                                if(count<5)begin
                                    pres_state<=st7;
                                    count<=count+1;
                                end
                                else begin 
                                    pres_state <=st8;
                                    count<=0;
                                end
                           else begin
                                pres_state<=st9; count<=0; 
                                end           
                        end     
                    st8:begin
                            if(!mode_select)
                                if(count<2)begin
                                    pres_state<=st8;
                                    count<=count+1;
                                end
                                else begin 
                                    pres_state <=st1;
                                    count<=0;
                                end
                           else begin
                                pres_state<=st9; count<=0; 
                                end           
                        end 
                   st9:begin
                            if(mode_select)
                                if(count<2)begin
                                    pres_state<=st9;
                                    count<=count+1;
                                end
                                else begin 
                                    pres_state <=st10;
                                    count<=0;
                                end
                           else begin
                                pres_state<=st0; count<=0;     
                                end       
                        end
                  st10:begin
                            if(mode_select)
                                if(count<2)begin
                                    pres_state<=st10;
                                    count<=count+1;
                                end
                                else begin 
                                    pres_state <=st9;
                                    count<=0;
                                end
                           else begin
                                pres_state<=st0; count<=0;        
                                end    
                        end              
            endcase
       end 
   end     
    always @(posedge clk_1Hz or posedge p_reset) begin
        if (p_reset) begin
            east_green <= 0; west_green <= 0; north_green <= 0; south_green <= 0;
            east_yellow <= 0; west_yellow <= 0; north_yellow <= 0; south_yellow <= 0;
            east_red <= 1; west_red <= 1; north_red <= 1; south_red <= 1;
        end else begin
            case (pres_state)
                st1:  begin east_green <= 1; west_green <= 0; north_green <= 0; south_green <= 0;
                            east_yellow <= 0; west_yellow <= 0; north_yellow <= 0; south_yellow <= 0;
                            east_red <= 0; west_red <= 1; north_red <= 1; south_red <= 1;
             end
                st2:  begin east_green <= 0; west_green <= 0; north_green <= 0; south_green <= 0;
                            east_yellow <= 1; west_yellow <= 0; north_yellow <= 0; south_yellow <= 0;
                            east_red <= 0; west_red <= 1; north_red <= 1; south_red <= 1;
            end
                st3:  begin east_green <= 0; west_green <= 0; north_green <= 1; south_green <= 0;
                            east_yellow <= 0; west_yellow <= 0; north_yellow <= 0; south_yellow <= 0;
                            east_red <= 1; west_red <= 1; north_red <= 0; south_red <= 1; 
            end
                st4:  begin east_green <= 0; west_green <= 0; north_green <= 0; south_green <= 0;
                            east_yellow <= 0; west_yellow <= 0; north_yellow <= 1; south_yellow <= 0;
                            east_red <= 1; west_red <= 1; north_red <= 0; south_red <= 1;
             end
                st5:  begin east_green <= 0; west_green <= 1; north_green <= 0; south_green <= 0;
                            east_yellow <= 0; west_yellow <= 0; north_yellow <= 0; south_yellow <= 0;
                            east_red <= 1; west_red <= 0; north_red <= 1; south_red <= 1;
             end
                st6:  begin east_green <= 0; west_green <= 0; north_green <= 0; south_green <= 0;
                            east_yellow <= 0; west_yellow <= 1; north_yellow <= 0; south_yellow <= 0;
                            east_red <= 1; west_red <= 0; north_red <= 1; south_red <= 1;
             end
                st7:  begin east_green <= 0; west_green <= 0; north_green <= 0; south_green <= 1;
                            east_yellow <= 0; west_yellow <= 0; north_yellow <= 0; south_yellow <= 0;
                            east_red <= 1; west_red <= 1; north_red <= 1; south_red <= 0; end
                st8:begin   east_green <= 0; west_green <= 0; north_green <= 0; south_green <= 0;
                            east_yellow <= 0; west_yellow <= 0; north_yellow <= 0; south_yellow <= 1;
                            east_red <= 1; west_red <= 1; north_red <= 1; south_red <= 0;
             end
                st9:  begin east_green <= 0; west_green <= 0; north_green <= 0; south_green <= 0;
                            east_yellow <= 1; west_yellow <= 1; north_yellow <= 1; south_yellow <= 1;
                            east_red <= 0; west_red <= 0; north_red <= 0; south_red <= 0;
             end
                st10: begin east_green <= 0; west_green <= 0; north_green <= 0; south_green <= 0;
                            east_yellow <= 0; west_yellow <= 0; north_yellow <= 0; south_yellow <= 0;
                            east_red <= 0; west_red <= 0; north_red <= 0; south_red <= 0; end
                default: begin 
                            east_green <= 0; west_green <= 0; north_green <= 0; south_green <= 0;
                            east_yellow <= 0; west_yellow <= 0; north_yellow <= 0; south_yellow <= 0;
                            east_red <= 1; west_red <= 1; north_red <= 1; south_red <= 1;  end
            endcase
        end
    end
endmodule
==> /design/flow/run.sh <==
#!/bin/bash
# OpenROAD 26Q1-2900-gdf79404cd8, Yosys 0.63+post, stock flow scripts
make -C /OpenROAD-flow-scripts/flow DESIGN_CONFIG=/design/flow/config.mk WORK_HOME=/design/flow/orfs finish
==> out/results.tsv <==
stage	metric	value	unit
final_timing	relSlewSlack	0.402	
yosys	yosys_warnings	1	
floorplanning	dieArea	5290	µm²
clocking	cts_resized	0	
yosys	synthArstFlopShare	1.00	
final_timing	timing.setup.tns	0	ns
final_timing	fin_ws	1.35	ns
clocking	hold_buffers	0	
yosys	ys.flops	49	
global_route	grt_max_degree	32	
detailed_routing	drtIter0Drc	132	
critical_path	worst-setup-path-type	reg -> reg	
clocking	numCtsBuffers	3	
final_timing	fin_skew	0.00520	ns
run	drv_cap	0	
worst_hold_path	whs_endpoint	counter[4]	
critical_path	reg2reg_depth	6	
detailed_routing	wl	4290	µm
clocking	root_buffer	clkbuf_8	
final_timing	fmax	426	MHz
cells_and_area	drive_gt1_frac	0.0865	
power_and_ir_drop	pwr-share-seq	0.620	
place	pre_cts_ws	1.33	ns
global_route	grt-ovfl-total	0	
global_route	antenna_found_initial	0	
worst_hold_path	hold_path_depth	1	
cells_and_area	logic_area	1180	µm²
floorplanning	die_w	72.8	µm
cells_and_area	largest_reg_flops	26	
detailed_routing	route.antenna.diode_count	0	
global_route	grt_pass1_wl	7760	µm
clocking	tritoncts	yes	
final_timing	fin_crit_sh	0.634	
critical_path	required	3.82	ns
critical_path	critical-path-slowest-cell	nor3_2	
critical_path	worst-path-max-fanout	14	
critical_path	crit_chain	ha_1, nand2_1, nor3_1, nand4_1, nor3_2, o22ai_1	
cells_and_area	syn_to_final_growth	9.80	%
final_timing	unclocked_pins	22	
yosys	edf_count	0	
yosys	syn-instance-count	256	
floorplanning	floorplan.core_util	0.523	
run	tool_warnings	29	
final_timing	slew_viol_final	0	
floorplanning	row_count	25	
power_and_ir_drop	leakagePower	1.22	nW
detailed_routing	dr.pass1.iters	4	
floorplanning	pin_count	15	
power_and_ir_drop	p_int	0.377	mW
clocking	htree_levels	1	
yosys	ys_cells	256	
critical_path	regToRegSetupSlack	1.35	ns
clocking	clock_path_buffers	2	
critical_path	cp_slowest_stage_delay	0.77	ns
yosys	ys_seq_share	0.492	
yosys	dominantRegCellSynth	dfrtp_1	
floorplanning	die_y	72.8	µm
clocking	cts_setup_buffers	0	
yosys	synth.top_cell.area_share	0.450	
yosys	topCellsByArea	dfrtp_1, xor2_1, nor2_1	
yosys	common_cells	dfrtp_1, nor2_1, nand2_1	
final_timing	finalSetupViolations	0	
critical_path	worstSetupStartpoint	counter[0]	
clocking	clk_pin_slew	0.09	ns
detailed_routing	vias_per_cell	5.26	
critical_path	path_delay_family	simple AND/OR/NAND/NOR gates	
power_and_ir_drop	ir_drop	0.226	mV
detailed_routing	wl_met3	84	µm
cells_and_area	fillers	432	
critical_path	r2r_end	clk_1Hz	
detailed_routing	wl_met1	2050	µm
clocking	clk-insertion-delay-late	0.27	ns
place	place_congestion	0.827	
place	io_buffers	14	
global_route	grt_util_all_layers	0.191	
worst_hold_path	hold_path.startpoint	counter[4]	
final_timing	untimed_endpoints	34	
critical_path	worstPathArrival	2.47	ns
cells_and_area	register_area	1230	µm²
final_timing	hold_viol_final	0	
detailed_routing	detail_route.wl_per_cell	12.9	µm
power_and_ir_drop	switchingPower	0.0986	mW
detailed_routing	antenna_left	0	
floorplanning	fp.coreArea	4790	µm²
yosys	largest_area_cell	dfrtp_1	
global_route	grt_pass1_vias	1715	
cells_and_area	reg_top3	counter: 26 flops, count: 6 flops, pres_state: 4 flops	
detailed_routing	top_layer	met4	
power_and_ir_drop	combPwrFrac	0.040	
final_timing	rsz0062_at_grt	false	
critical_path	r2r_start	counter[0]	
power_and_ir_drop	switching_share	0.207	
detailed_routing	dr_total_vias	1750	
critical_path	cp_num_buf_inv	0	
final_timing	max_slew.worst_pin.slew	0.893	ns
detailed_routing	met2WireLength	2140	µm
yosys	ys_types	48	
detailed_routing	drc	0	
critical_path	critPathLaunchType	flop	
final_timing	fin_crit	2.35	ns
yosys	yosys_area	2500	µm²
place	hpwl	3160	µm
critical_path	end_kind	flop	
power_and_ir_drop	powerDensity	173	nW/µm²
status	status	finished, final reports clean	
cells_and_area	top_register	counter	
worst_hold_path	hold_class	reg -> reg	
yosys	synth_area_per_cell	9.78	µm²
yosys	synthMostInstantiatedCell	dfrtp_1	
power_and_ir_drop	clkPwrFrac	0.340	
yosys	netlist_area	2500	µm²
-- power by group through the flow --
stage / logic (mW) / clock network [mW] / registers (mW)
finish: 0.0190 / 0.162 / 0.295
CTS: 0.0202 / 0.168 / 0.295
global route: 0.0229 / 0.179 / 0.295
-- kinds of logic (layout without fill, tap and decap cells) --
logic type / count (synthesis) / after routing / share of synthesized area
AND-OR/OR-AND: 34 / 34 / 0.0954
XOR/XNOR: 25 / 25 / 0.0875
adder cells (fa/ha/maj): 7 / 7 / 0.0350
buffers and inverters: 22 / 32 / 0.0365
flip-flops: 49 / 49 / 0.492
multiplexers: 4 / 4 / 0.0165
AND/OR/NAND/NOR: 115 / 115 / 0.237
-- layout by cell type (no fill, tap or decap), drive strengths merged, types with 3 or more instances in the layout --
cell type and n:
nand4 10, nand3 14, nand2b 5, inv 10
mux2i 3, dfrtp 45, a21oi 10, nor2 33
nor4 3, clkbuf 4, o21ai 6, nand2 21
nor3 9, buf 4, ha 7, xnor2 10
dfstp 4, xor2 15, and3 4, clkdlybuf4s50 14
nor2b 4, or3 3
-- metal layers --
layer / track usage / up-vias
li1: - / 894
met1: 0.297 / 833
met2: 0.325 / 21
met3: 0.00980 / 2
met4: 0.0196 / 0
met5: 0 / -
-- area by class of cell --
class / instances / area share
tap: 67 / 0.0305
sequential: 49 / 0.448
clock buffer: 4 / 0.0164
timing repair buffer: 18 / 0.0619
inverter: 10 / 0.0137
multi-input combinational: 185 / 0.430
-- worst max-delay path by stage --
stage                 endpoint  cells after the start  slack (ns)
after global routing   clk_1Hz                      6        1.13
after CTS              clk_1Hz                      6        1.32
final                  clk_1Hz                      6        1.35
-- worst register-to-register path: cells and delay by family (launching register included) --
family	cells	cell delay (ns)
simple gates	4	1.42
fa+ha+maj	1	0.23
flops	1	0.41
compound gates	1	0.15
-- through the flow --
step | hold WS, ns | utilization | std cells | power, mW | cell area, µm²
floorplan | 0.461 | - | 256 | 0.315 | 2500
global placement | 0.485 | 0.565 | 329 | 0.321 | 2700
detailed placement | 0.483 | 0.565 | 329 | 0.321 | 2700
CTS | 0.499 | 0.574 | 333 | 0.483 | 2750
global route | 0.540 | 0.574 | 333 | 0.497 | 2750
finish | 0.496 | 0.574 | 333 | 0.476 | 2750
Power and IR drop assume default switching activity.
